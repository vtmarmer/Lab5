==> flow/design.v <==
`default_nettype none
module Multiplexer
    #(parameter WIDTH= 8)
    (input logic [WIDTH-1:0] I,
     input logic [$clog2(WIDTH)-1:0] S,
     output logic Y);
     assign Y= I[S];
endmodule : Multiplexer
module Mux2to1
    #(parameter WIDTH= 8)
    (input logic [WIDTH-1:0] I0, I1,
     input logic S,
     output logic [WIDTH-1:0] Y);
     assign Y= (S) ? I1 : I0;
endmodule : Mux2to1
module MagComp
    #(parameter WIDTH= 8)
    (input logic [WIDTH-1:0] A, B,
     output logic AgtB, AeqB, AltB);
    assign AgtB= (A > B);
    assign AeqB= (A == B);
    assign AltB= (A < B);
endmodule : MagComp
module Decoder
    #(parameter WIDTH= 8)
    (input logic [$clog2(WIDTH)-1:0] I,
     input logic en,
     output logic [WIDTH-1:0] D);
    assign D= (en) ? (1 << I) : 0;
endmodule : Decoder
module Adder
    #(parameter WIDTH= 16)
    (input logic [WIDTH-1:0] A, B,
     input logic Cin,
     output logic [WIDTH-1:0] S,
     output logic Cout);
    logic [WIDTH:0] tmp, tmp1;
    assign S= A + B;
    assign tmp = A + B + Cin;
    assign Cout= tmp[WIDTH];
endmodule : Adder
module Register
  #(parameter WIDTH=8)
  (input  logic [WIDTH-1:0] D,
   input  logic             en, clear, clock,
   output logic [WIDTH-1:0] Q);
  always_ff @(posedge clock)
    if (en)
      Q <= D;
    else if (clear)
      Q <= 0;
endmodule : Register
module ShiftRegister
    #(parameter WIDTH=8)
    (input logic [WIDTH-1:0] D,
     input logic en, left, load, clk,
     output logic [WIDTH-1:0] Q);
    always_ff @(posedge clk) begin
        if(en) begin
            if(load)
                Q <= D;
            else
                Q <= left ? (Q << 1) : (Q >> 1);
        end
    end
endmodule : ShiftRegister
module Counter
    #(parameter WIDTH=8)
    (input logic [WIDTH-1:0] D,
     input logic en, clear, load, up, clock,
     output logic [WIDTH-1:0] Q);
    always_ff @(posedge clock) begin
        unique casez({en,clear,load})
            3'b11?: Q <= 'b0;
            3'b101: Q <= D;
            3'b100: Q <= up ? (Q+1) : (Q-1);
            3'b0??: Q <= Q;
        endcase
    end
endmodule : Counter
module BarrelShiftRegister
    #(parameter WIDTH=8)
    (input logic [WIDTH-1:0] D,
     input logic [1:0] by,
     input logic en, load, clk,
     output logic [WIDTH-1:0] Q);
    always_ff @(posedge clk) begin
        if(en) begin
            if(load)
                Q <= D;
            else
                Q <= Q << by;
        end
    end
endmodule : BarrelShiftRegister
module Memory
    #(parameter DW=16,
                W=256,
                AW= $clog2(W))
    (input logic re, we, clk,
     input logic[AW-1:0] addr,
     inout tri [DW-1:0] Data);
    logic [DW-1:0] M[W];
    logic [DW-1:0] out;
    assign Data= re ? out : 'bz;
    always_ff @ (posedge clk)
        if(we)
            M[addr] <= Data;
    always_comb
        out= M[addr];
endmodule : Memory
==> flow/run.sh <==
#!/bin/bash
# OpenROAD 26Q1-2900-gdf79404cd8, Yosys 0.63+post, stock flow scripts
make -C /OpenROAD-flow-scripts/flow DESIGN_CONFIG=/design/flow/config.mk WORK_HOME=/design/flow/orfs finish
==> flow/config.mk <==
export PLATFORM = sky130hd
export DESIGN_NAME = ShiftRegister
export DESIGN_NICKNAME = ShiftRegister
export VERILOG_FILES = /design/flow/design.v
export SDC_FILE = /design/flow/constraint.sdc
export NUM_CORES = 4
export LEC_CHECK = 1
export CORE_AREA = 10 10 70 70
export DIE_AREA = 0 0 80 80
==> flow/constraint.sdc <==
current_design ShiftRegister

set clk_period 1.0
set clk_io_pct 0.2

create_clock -name clk0 -period $clk_period [get_ports {clk}]

set non_clock_inputs [all_inputs -no_clocks]
set_input_delay [expr $clk_period * $clk_io_pct] -clock clk0 $non_clock_inputs
set_output_delay [expr $clk_period * $clk_io_pct] -clock clk0 [all_outputs]
==> out/highlights.md <==
- Net Sw Power: 185 µW
- placed wire-length estimate: 993 µm
- GRT met1 Usage: 4.67%
- Regs by FF count: Q x8
- Worst Hold Margin: 0.532 ns
- Reg2Reg Depth: 3
- arrival time at the worst endpoint: 1.01 ns
- Placed Instances: 107
- endpoint of the worst-slack reg-to-reg timing path: Q[2]
- cells after synthesis: 33
- LEAKAGE: 0.000313 µW
- P per Cell Area: 1150 nW/µm²
- cell at the slowest stage of the critical path: sky130_fd_sc_hd__edfxtp_1
- first-pass GRT wire length: 1.95 mm
- synth-to-layout area growth: 84.6%
- tool warnings: 27
- core region area: 3420 µm²
- slew at the pin closest to its max-slew limit: 0.264 ns
- chip area: 6400 µm²
- router iterations before antenna repair: 2
- GR Overflow Total: 0
- layout cell share with drive strength beyond 1: 40.9%
- most frequent cells after synthesis: sky130_fd_sc_hd__edfxtp_1 (8), sky130_fd_sc_hd__nand2_1 (8), sky130_fd_sc_hd__mux2i_1 (6)
- sort of element at the start of the critical path: flop
- highest-utilization routing layer at the global route stage: met2
- Post-synth EDFFs: 8
- Initial Utilization: 11.9%
- Via Count: 374
- drt initial violations: 50
- Hold Startpoint: load
- TritonCTS Sinks: 8
- IR drop worst, VDD: 0.252 mV
- source of the worst register-to-register timing path: Q[1]
- post-layout min period: 1.00 ns
- floorplan die height: 80 µm
- share of total power in sequential cells: 48.5%
- type of the most critical hold path: in -> reg
- number of buffer and inverter instances along the worst setup path: 1
- met2 global-route usage: 5.62%
- proportion of total power due to net switching: 21.6%
- pins over their slew limit: 0
- FILL cells: 372
- Synth flops: 8
- Tot GR Track Use: 3.98%
- fin worst setup slack: -0.00320 ns
- Rows: 21
- final hold violation count: 0
- CTS buffer count: 3
- maximum number of pins on one net before global-route repair: 9
- number of placed I/O pins: 20
- total wire length after detailed routing: 1.22 mm
- clock root buffer: sky130_fd_sc_hd__clkbuf_4
- clock share of power: 27.8%
- vias per inst: 3.34
- number of remaining DRC errors: 0
- capturing element type of the critical path: flop
- Clock Skew: 0.00178 ns
- final-report setup violation count: 1
- post-route cell area: 748 µm²
- synth warn: 2
- Final period util: 100%
- Seq share, synth: 59.3%
- outcome: finished with violations
- area share of the largest cell type after synthesis: 59.3%
- count of port buffers added during placement: 19
- cell depth of the worst min-delay path: 2
- die x size: 80 µm
- wire per inst: 10.9 µm
- flip-flop count of the largest register, all copies and words added: 8
- count of H-tree levels built during CTS: 1
- maximum buffer depth of the clock tree: 2
- CP top delay family: flip-flops
- n_diodes: 0
- overall power after layout: 857 µW
- longest individual stage delay on the worst path: 0.40 ns
- final core occ: 21.9%
- register with the most flip-flops: Q
- Achievable Freq: 997 MHz
- Pint: 672 µW
- classification of the worst setup path: reg -> reg
- cells along the critical path: buf_4 -> mux2i_1 -> o21ai_1
- Post-synth area hogs: sky130_fd_sc_hd__edfxtp_1 (59%), sky130_fd_sc_hd__mux2i_1 (15%), sky130_fd_sc_hd__nand2_1 (7.4%)
- count of placed standard cells in the final layout, fillers left out: 112
- worst-case register-to-register setup slack: -0.003 ns
- crit-path max FO: 2
- FFs w/ async S/R, synth: 0%
- met3 usage: 3.18%
- DP Area: 726 µm²
- number of nets with antenna violations after detailed routing: 0
- Cell variety after synth: 9
- number of maximum-capacitance violations: 0
- gp weighted congestion: 0.744
- worst relative slew slack: 82.4%
- via count of the first global-routing pass: 411
- Commonest flop: sky130_fd_sc_hd__edfxtp_1
- part of the power in combinational logic: 23.7%
- Hold EP: Q[1]
- clock-pin transition on the worst setup and hold timing paths: 0.05 ns
- number of cells in the yosys synthesis report: 33
- CTS tree: done
- antenna violations before repair: 0
- average cell area after synthesis: 12.3 µm²
- total cell area reported by yosys after synthesis: 405 µm²
- violations in the final reports: setup timing
- library cell occupying the most area in the post-synthesis netlist: sky130_fd_sc_hd__edfxtp_1
- clock latency on the worst-skew pair: 0.25 ns
- critical path required time: 1.00 ns
- cell area after synthesis: 405 µm²
- RSZ-0062 raised after global routing: true
-- power groups by stage --
stage / clock network (µW) / logic (µW) / registers, µW
CTS: 250 / 197 / 415
finish: 238 / 203 / 416
global route: 279 / 226 / 420
-- worst max path at each step --
stage	endpoint	slack, ns	cells past startpoint	from
after CTS	Q[1]	-0.09	1	Q[1]
after global routing	Q[6]	-0.07	3	Q[5]
final	Q[2]	-0.003	3	Q[1]
-- metrics by stage --
| stage | TNS, ns | worst slack (ns) |
|---|---|---|
| 2_1_floorplan | 0 | 0.170 |
| 4_1_cts | -0.155 | -0.0867 |
| 3_5_place_dp | -4.03 | -0.388 |
| 6_report | -0.00320 | -0.00320 |
| 3_3_place_gp | -4.27 | -0.399 |
| 5_1_grt | -0.471 | -0.0730 |
-- cells by family after synthesis --
family,Yosys count,synth area share [%]
muxes,6,14.8
and+or+nand+nor,9,8.33
DFF,8,59.3
AOI/OAI and AO/OA,8,12.0
buffers and inverters,2,5.56
-- repair_timing --
| item | 4_1_cts | 5_1_grt |
|---|---|---|
| endpoints found under the setup margin | 16 | 15 |
| resized | 26 | 6 |
| buffers inserted | 5 | 0 |
| pin swaps | 4 | 2 |
| hold buffers | 0 | 0 |
-- layer usage --
metal	vias to the layer above	routed length, µm
met2	15	534
met1	169	507
met3	2	167
li1	188	-
met4	0	9
met5	-	0
-- placed cells by master (no fill, tap or decap), types with 2 or more instances in the layout --
master	n
sky130_fd_sc_hd__edfxtp_1	8
sky130_fd_sc_hd__clkbuf_4	3
sky130_fd_sc_hd__clkdlybuf4s50_1	9
sky130_fd_sc_hd__nand2_1	8
sky130_fd_sc_hd__dlygate4sd2_1	2
sky130_fd_sc_hd__o21ai_1	5
sky130_fd_sc_hd__buf_4	8
sky130_fd_sc_hd__buf_6	4
sky130_fd_sc_hd__clkbuf_2	2
sky130_fd_sc_hd__buf_2	6
sky130_fd_sc_hd__mux2i_1	5
-- worst reg2reg max path, stage by stage, from the launching register on --
cell and delay (ns):
sky130_fd_sc_hd__edfxtp_1 0.40, sky130_fd_sc_hd__buf_4 0.15, sky130_fd_sc_hd__mux2i_1 0.13, sky130_fd_sc_hd__o21ai_1 0.07
-- layout make-up --
cell class,instances,area (µm²),area share (%)
Clock buffer,3,22.5,3.01
Tap cell,46,57.6,7.69
Sequential cell,8,240,32.1
Timing Repair Buffer,32,273,36.5
Multi-Input combinational cell,23,155,20.7
Power figures rest on the tool's default switching activity, not on a simulated workload.
